==> config.mk <==
export PLATFORM = sky130hd
export DESIGN_NAME = sync_fifo
export DESIGN_NICKNAME = sync_fifo
export VERILOG_FILES = /design/flow/design.v
export SDC_FILE = /design/flow/constraint.sdc
export NUM_CORES = 4
export LEC_CHECK = 1
export CORE_UTILIZATION = 40
==> constraint.sdc <==
current_design sync_fifo

set clk_period 15.4
set clk_io_pct 0.2

create_clock -name clk0 -period $clk_period [get_ports {clk}]

set non_clock_inputs [all_inputs -no_clocks]
set_input_delay [expr $clk_period * $clk_io_pct] -clock clk0 $non_clock_inputs
set_output_delay [expr $clk_period * $clk_io_pct] -clock clk0 [all_outputs]
==> design.v <==
module sync_fifo #(
    parameter int DEPTH = 8,  
    parameter int WIDTH = 64,
    parameter bit SHOW_AHEAD = 1'b1
) (
    input  logic clk, rst_n,
    input  logic clr,
    input  logic wr_en, 
    input  logic [WIDTH-1:0] wr_data,
    output logic full,
    input  logic rd_en,
    output logic [WIDTH-1:0] rd_data,
    output logic empty
);
    localparam PTR_W = $clog2(DEPTH);
    logic [PTR_W:0] w_ptr, r_ptr;
    logic [WIDTH-1:0] fifo [DEPTH];
    always_ff @(posedge clk) begin
        if (!rst_n) begin
            w_ptr <= '0;
            for (int i = 0; i < DEPTH; i++) fifo[i] <= '0; 
        end else if (clr) begin
            w_ptr <= '0;
        end else if(wr_en & !full)begin
            fifo[w_ptr[PTR_W-1:0]] <= wr_data;
            w_ptr <= w_ptr + 1;
        end
    end
    always_ff @(posedge clk) begin
        if (!rst_n | clr) begin
            r_ptr <= 0;
        end else if(rd_en & !empty) begin
            r_ptr <= r_ptr + 1;
        end
    end
    generate 
        if (SHOW_AHEAD) begin : g_showahead   
            assign rd_data = fifo[r_ptr[PTR_W-1:0]];
        end 
        else begin : g_registered        
            logic [WIDTH-1:0] rd_data_r;
            always_ff @(posedge clk) begin
                if(rd_en & !empty) begin
                    rd_data_r <= fifo[r_ptr[PTR_W-1:0]];
                end
            end
            assign rd_data = rd_data_r;
        end
    endgenerate
    assign full  = ((w_ptr[PTR_W] != r_ptr[PTR_W]) && (w_ptr[PTR_W-1:0] == r_ptr[PTR_W-1:0]));
    assign empty = ((w_ptr[PTR_W] == r_ptr[PTR_W]) && (w_ptr[PTR_W-1:0] == r_ptr[PTR_W-1:0]));
endmodule
==> run.sh <==
#!/bin/bash
# OpenROAD 26Q1-2900-gdf79404cd8, Yosys 0.63+post, stock flow scripts
make -C /OpenROAD-flow-scripts/flow DESIGN_CONFIG=/design/flow/config.mk WORK_HOME=/design/flow/orfs finish
==> flow_metrics.tcl <==
# collected from the flow reports
set metrics [dict create \
    yosysWarnings 1 \
    root_buffer "clkbuf_16" \
    power.leakage_nw 9.07 \
    worstHoldStart "r_ptr[1]$_SDFFE_PP0P_" \
    rr_endpoint "fifo[4][39]$_SDFFCE_PN0P_" \
    cp_slowest_cell "dfxtp_4" \
    num_vias 14900 \
    edf_count 512 \
    required_ns 12.32 \
    htree_levels 2 \
    total_power_mw 3.19 \
    cp_max_fo 31 \
    viasPerCell 5.99 \
    reg2regPathDepth 6 \
    holdWs_ns 0.568 \
    io_buffers 134 \
    clkTransAtPathRegs_ns 0.06 \
    ant_nets 0 \
    dieArea_sq_um 61300 \
    max_stage_delay_ns 0.70 \
    synth_stat.cells 1606 \
    hp-class "flip-flop to flip-flop" \
    core_area_sq_um 59400 \
    cp_common_cell "buf_4" \
    drc_errors 0 \
    drtPass1Iterations 23 \
    cp-end-kind "primary output" \
    hpwlAfterDp_microns 33400 \
    clk_latency_ns 0.63 \
    syn_area_sq_um 24100 \
    initCoreUtil 0.407 \
    max_freq_ghz 0.143 \
    syn2layout_area_growth_pct 16.5 \
    wire_per_inst_microns 26.5 \
    grt_usage 0.241 \
    grt_pass1_wl_microns 99500 \
    worst_slew_pin_slew_ns 0.813 \
    critPathArrivalTime_ns 3.89 \
    drv_slew 0 \
    rrSetupSlack_ns 11.56 \
    first_global_vias 16200 \
    dp_cells 2390 \
    finalClockSkew_ns 0.0300 \
    finalSetupViolations 0 \
    timing.setup.tns_ns 0 \
    cap_viol_max_count 0 \
    whs_path_depth 2 \
    antenna_found_initial 3 \
    crit_type "flip-flop to primary output" \
    vdd_drop_max_uv 89.6 \
    postSynthSeqShare 0.646 \
    timing.rr.start "w_ptr[1]$_SDFFE_PP0P_" \
    grt-ovfl-total 0 \
    ys_area_sq_um 24100 \
    ctsHoldBuffers 0 \
    grt_start_max_net_pins 138 \
    wirelength_microns 65900 \
    drt-initial-drc-count 893 \
    post_cts_buffers 0 \
    die_w_microns 248 \
    start_kind "flip-flop" \
    std_cell_rows 89 \
    synthArstFlopShare 0 \
    clock-sinks 523 \
    numCtsBuffers 55 \
    min_period_over_period 0.453 \
    post-route-min-period_ns 6.97 \
    dieHeight_microns 248 \
    num_io_pins 135 \
    insertedDiodeCount 0 \
    crit_chain "buf_4, buf_4, mux4_2, mux2_2, clkdlybuf4s50_1" \
    synth_cell_types 35 \
    rsz0062_at_grt "no" \
    cts_resized 0 \
    slew_headroom 0.458 \
    ys.flop_type "edfxtp_1" \
    ys.flops 523 \
    power.density_nw_per_um2 113 \
    syn_inst 1606 \
    warnings 29 \
    ctsLongestPathBuffers 3 \
    report.final.hold_viol_count 0 \
    gp_congestion 0.807 \
    run_status "complete, no violations" \
    stdcell_count 2487 \
    final.fill_count 4984 \
    syn_avg_cell_area_sq_um 15.0 \
    drive_gt1_frac 0.234 \
    cts_tree "yes" \
]
## critical path: cells and delay by family, from the launching register on
family   cells  cell delay, ns
buf+inv      3            1.62
mux          2            0.86
flops        1            0.70
## cells in the mapped netlist (all sizes together), types with 2 or more instances
cell    count  area, sq um
ha          2         25.0
nand3       4         20.0
clkbuf    104          390
and3b       2         17.5
or3b        2         17.5
inv        64          240
mux2       64          721
o41ai       5         58.8
mux4      128         2880
o41a        2         22.5
nor2b       3         18.8
nor4      130         1180
nand2      78          293
mux2i       9         90.1
xor2        4         50.1
nand4       4         25.0
edfxtp    512        15400
nand2b      8         50.1
a41oi       2         17.5
buf        69          378
xnor2       4         35.0
nor3      384         1920
o31ai       5         37.5
dfxtp      11          220
a311o       2         20.0
## stage by stage
step                      worst slack (ns)  instance area (sq um)   util
after floorplan                       4.78                  24100      -
after global placement                8.98                  26300  0.443
after detailed placement              8.99                  26300  0.443
after CTS                             8.32                  28100  0.474
after global routing                  8.15                  28100  0.474
final                                 8.43                  28100  0.474
## worst max-delay path by stage
| stage | startpoint | end | slack, ns | depth (start not counted) |
|---|---|---|---|---|
| final | flip-flop | rd_data[8] | 8.43 | 5 |
| after global routing | flip-flop | rd_data[8] | 8.15 | 5 |
| after CTS | flip-flop | rd_data[23] | 8.32 | 5 |
## report_power, final
group / switching (mW) / internal, mW / leakage (nW) / total [mW]
combinational: 0.122 / 0.0856 / 2.78 / 0.208
clock: 0.559 / 0.792 / 0.882 / 1.35
sequential: 0.0151 / 1.61 / 5.41 / 1.63
total: 0.696 / 2.49 / 9.07 / 3.19
## metal layers
| metal | track usage | part of all wire |
|---|---|---|
| met5 | 0.00318 | 0.00055 |
| met4 | 0.0469 | 0.023 |
| met3 | 0.147 | 0.14 |
| met2 | 0.359 | 0.48 |
| met1 | 0.318 | 0.36 |
## cell usage in the layout, fill, tap and decap left out, drive strengths merged, types with 8 or more instances in the layout
master | Yosys | routed
buf | 69 | 50
bufinv | 0 | 8
clkbuf | 104 | 65
clkdlybuf4s50 | 0 | 134
clkinv | 0 | 20
dfxtp | 11 | 11
edfxtp | 512 | 512
inv | 64 | 66
mux2 | 64 | 64
mux2i | 9 | 9
mux4 | 128 | 128
nand2 | 78 | 78
nand2b | 8 | 8
nor3 | 384 | 384
nor4 | 130 | 130
## state kept, by name, summed over array words and instances, names as in the netlist, named ones only
name,flops
w_ptr,4
r_ptr,4
fifo,512
## final cells by class
cell class	count	area, sq um	share of cell area
Tap cell	773	967	0.0344
Timing Repair Buffer	184	1750	0.0624
Sequential cell	523	15600	0.555
Multi-Input combinational cell	846	7710	0.274
Clock inverter	32	419	0.0149
Inverter	64	240	0.00855
Clock buffer	65	1410	0.0503
## logic make-up (layout without fill, tap and decap cells)
kind of cell    Yosys count  in the layout  share of synthesized area
compound gates           16             16                    0.00648
mux                     201            201                      0.153
xor+xnor                  8              8                    0.00353
fa+ha+maj                 2              2                    0.00104
buf+inv                 237            345                     0.0418
flops                   523            523                      0.646
simple gates            619            619                      0.148
No activity file was given, so power comes from the tool's default toggle rates.
