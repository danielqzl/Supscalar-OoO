[run.sh]
#!/bin/bash
# OpenROAD 26Q1-2900-gdf79404cd8, Yosys 0.63+post, stock flow scripts
make -C /OpenROAD-flow-scripts/flow DESIGN_CONFIG=/design/flow/config.mk WORK_HOME=/design/flow/orfs finish
[config.mk]
export PLATFORM = sky130hd
export DESIGN_NAME = find_two_set_bits_rev
export DESIGN_NICKNAME = find_two_set_bits_rev
export VERILOG_FILES = /design/flow/design.v
export SDC_FILE = /design/flow/constraint.sdc
export NUM_CORES = 4
export LEC_CHECK = 1
export CORE_AREA = 10 10 70 70
export DIE_AREA = 0 0 80 80
[constraint.sdc]
current_design find_two_set_bits_rev

set clk_period 3.1
set clk_io_pct 0.2

create_clock -name clk0 -period $clk_period

set non_clock_inputs [all_inputs -no_clocks]
set_input_delay [expr $clk_period * $clk_io_pct] -clock clk0 $non_clock_inputs
set_output_delay [expr $clk_period * $clk_io_pct] -clock clk0 [all_outputs]
[design.v]
module find_two_set_bits_rev #(
    parameter int WIDTH  = 8,
    parameter int IDX_W  = $clog2(WIDTH)
) (
    input  logic [0:WIDTH-1] in,
    output logic [0:WIDTH-1] onehot1,
    output logic [0:WIDTH-1] onehot2,
    output logic [IDX_W-1:0] idx1,    
    output logic [IDX_W-1:0] idx2,    
    output logic found_one,
    output logic found_two
);
    assign found_one = |in;
    assign found_two = |(in & (in - 1));
    logic [0:WIDTH-1] masked;
    assign masked  = in & ~ onehot1;    
    always_comb begin : u_oh
        if (found_one) onehot1 = in & (~in + 1);  
        else onehot1 = '0;
        if (found_two) onehot2 = masked & (~masked + 1);
        else onehot2 = '0;
    end
    always_comb begin : u_bin_1
        idx1 = '0;
        for (int i = 0; i < WIDTH; i++) begin
            if (onehot1[i])
                idx1 = IDX_W'(i);
        end
    end
    always_comb begin : u_bin_2
        idx2 = '0;
        for (int i = 0; i < WIDTH; i++) begin
            if (onehot2[i])
                idx2 = IDX_W'(i);
        end
    end
endmodule
module find_two_set_bits #(
    parameter int WIDTH  = 8,
    parameter int IDX_W  = $clog2(WIDTH)
) (
    input  logic [WIDTH-1:0] in,
    output logic [WIDTH-1:0] onehot1,
    output logic [WIDTH-1:0] onehot2,
    output logic [IDX_W-1:0] idx1,    
    output logic [IDX_W-1:0] idx2,    
    output logic found_one,
    output logic found_two
);
    assign found_one = |in;
    assign found_two = |(in & (in - 1));
    logic [WIDTH-1:0] masked;
    assign masked  = in & ~ onehot1;    
    always_comb begin : u_oh
        if (found_one) onehot1 = in & (~in + 1);  
        else onehot1 = '0;
        if (found_two) onehot2 = masked & (~masked + 1);
        else onehot2 = '0;
    end
    always_comb begin : u_bin_1
        idx1 = '0;
        for (int i = 0; i < WIDTH; i++) begin
            if (onehot1[i])
                idx1 = IDX_W'(i);
        end
    end
    always_comb begin : u_bin_2
        idx2 = '0;
        for (int i = 0; i < WIDTH; i++) begin
            if (onehot2[i])
                idx2 = IDX_W'(i);
        end
    end
endmodule
==> flow_summary.ini <==
; implementation run metrics
[floorplanning]
io_pins = 32
die_area_sq_um = 6400
die_x_um = 80
die_h_um = 80
core_area_sq_um = 3416
rows = 21
fp_util_pct = 11.54

[status]
status = finished, final reports clean

[routing]
route.met2.wl_um = 843
wire_per_inst_um = 10.83
route.detailed.drc = 0
post_drt_via_cell_ratio = 3.849
met1Wirelength_um = 632
met3_length_um = 170
dr_total_vias = 585
routed.top_layer = met3
dr.pass1.iters = 4
first_iter_violations = 38
diodes = 0
routed_wl_mm = 1.646
antenna_left = 0

[grt]
grt_pass1_vias = 571
grt_first_pass_wirelength_mm = 2.677
antenna_found_initial = 0
grt-ovfl-total = 0
track_usage_pct = 4.803
grt_max_degree = 10

[power_and_ir_drop]
switching_share_pct = 39.88
leakagePower_nw = 0.3593
switchingPower_mw = 0.03724
clkPwrFrac_pct = 0
power_frac_seq_pct = 0
power_density_nw_per_um2 = 106.0
internal-power_mw = 0.05614
power_frac_comb_pct = 100.0
ir_drop_v = 0.00001807

[place]
place_inst = 150
io_buffers = 31
gp_congestion = 0.7857
place_hpwl_mm = 1.465

[critical_path]
arrival_ns = 2.35
path_class = primary input to primary output
crit_chain = dlygate4sd2_1 > buf_4 > nor4_4 > buf_4 > and4_1 > nor3_1 > o21bai_1 > clkdlybuf4s50_1
crit_buf_inv = 4
slowest_delay_ns = 0.48
cpMostUsedCell = buf_4
critPathMaxFanout = 6
cp_slowest_cell = clkdlybuf4s50_1
startpoint_type = primary input
worstPathRequired_ns = 2.48
end_kind = primary output
critPathTopFamily = buffers and inverters

[logic_synthesis]
netlist-cell-type-count = 34
syn_avg_cell_area_sq_um = 6.158
yosysWarningCount = 1
yosys_cells = 64
yosys-stat-area_sq_um = 394.1
ys_seq_share_pct = 0
syn_inst = 64
synth_area_sq_um = 394.1

[layout]
finalNonFillerCells = 152
nFlopsAndLatches = 0
clkbuf_count = 0
area_delta_synth_final_pct = 123.5
drive_above_1_share_pct = 22.64
fillCellCount = 378
seq_area_sq_um = 0

[final_timing]
setup_tns_ns = 0
timing.final.crit_share_pct = 95.72
post-route-min-period_ns = 2.967
setup_violations = 0
rsz0062_at_grt = no
drv_slew = 0
fmax_mhz = 337.0
hold_violations = 0

[flow_run]
warnings = 32
drv_cap = 0

[cts]
hold_buffers = 0

[min_path]
min_from = in[4]
worstHoldPathCells = 5
hold_path_end = onehot1[0]
hold_path_class = primary input to primary output
cells in the mapped netlist (2+ instances only):
cell type / count / area (sq um)
xor2_1: 2 / 17.52
and4_1: 2 / 17.52
nand2_1: 2 / 7.510
o21ai_0: 2 / 10.01
and3_1: 2 / 12.51
nor2_1: 13 / 48.80
a21oi_1: 2 / 10.01
clkbuf_1: 5 / 18.77
nor2b_1: 3 / 18.77
and2_1: 2 / 12.51
o21bai_1: 2 / 15.01
a2111oi_0: 2 / 17.52
o31ai_1: 2 / 15.01
inv_1: 3 / 11.26
layer usage:
metal	global-route usage (%)	vias up
met3	1.364	0
li1	-	315
met2	8.828	12
met5	0	-
met1	5.669	258
met4	0	0
area by class of cell:
cell class	instances	area, sq um	share of cell area (%)
timing repair buffer	49	446.7	50.71
tap	46	57.56	6.534
multi-input combinational	53	361.6	41.05
inverter	4	15.01	1.705
power by group through the flow:
stage | logic (mW) | clock network, mW | registers, mW
6_report | 0.0934 | 0 | 0
4_1_cts | 0.0953 | 0 | 0
5_1_grt | 0.104 | 0 | 0
how the worst max path moves through the flow:
stage         start       to  cells after the start
finish        in[7]  idx2[0]                      8
global route  in[3]  idx2[1]                      5
CTS           in[7]  idx2[0]                      8
layout by cell type, fill, tap and decap left out, types with 3 or more instances in the layout:
cell type	Yosys	layout
nor2b_1	3	3
clkdlybuf4s50_1	0	26
inv_1	3	3
nor2_1	13	13
dlygate4sd2_1	0	3
buf_4	1	18
cells by family (layout without fill, tap and decap cells):
| family | Yosys count | after routing | share of synthesized area (%) |
|---|---|---|---|
| multiplexers | 1 | 1 | 2.540 |
| XOR/XNOR | 2 | 2 | 4.445 |
| buffers and inverters | 11 | 53 | 11.74 |
| adder cells (fa/ha/maj) | 1 | 1 | 2.540 |
| AND-OR/OR-AND | 16 | 16 | 30.47 |
| AND/OR/NAND/NOR | 32 | 32 | 47.31 |
| other | 1 | 1 | 0.9515 |
stage by stage:
stage               worst slack (ns)  area [sq um]  power [mW]  hold WS (ns)  util [%]
floorplan                     0.9415         394.1     0.03176         1.254         -
global placement            -0.07532         850.8     0.09237         2.305     24.91
detailed placement           -0.1069         850.8     0.09308         2.317     24.91
CTS                         0.003101         873.3     0.09535         2.097     25.57
global route                 0.02132         880.8      0.1040         2.094     25.79
finish                        0.1326         880.8     0.09338         2.027     25.79
what timing repair did:
action                     CTS  global route
pin swaps                    2             1
setup endpoints to repair    9             8
hold endpoints to repair     0             0
resized                      6             3
buffers inserted             2             0
cloned                       0             0
Power figures rest on the tool's default switching activity, not on a simulated workload.
